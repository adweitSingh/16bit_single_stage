**./config.mk**
```make
export PLATFORM = sky130hd
export DESIGN_NAME = memory_data
export DESIGN_NICKNAME = memory_data
export VERILOG_FILES = /design/flow/design.v
export SDC_FILE = /design/flow/constraint.sdc
export NUM_CORES = 4
export LEC_CHECK = 1
export CORE_UTILIZATION = 30
```
**./constraint.sdc**
```tcl
current_design memory_data

set clk_period 7.9
set clk_io_pct 0.2

create_clock -name clk0 -period $clk_period

set non_clock_inputs [all_inputs -no_clocks]
set_input_delay [expr $clk_period * $clk_io_pct] -clock clk0 $non_clock_inputs
set_output_delay [expr $clk_period * $clk_io_pct] -clock clk0 [all_outputs]
```
**./design.v**
```verilog
`timescale 1ns / 1ps
module memory_data(
    input clk,
    input [5:0] read_address,write_address,
    input read_enable,write_enable,
    input [15:0] data_in,
    output [15:0] data_out
);
    reg [15:0] memory [0:63];
    always @(posedge clk & write_enable) begin
        memory[write_address] <= data_in;
    end
    assign data_out = (read_enable==1'b1)?memory[read_address]:16'b0;
endmodule
```
**./run.sh**
```bash
#!/bin/bash
# OpenROAD 26Q1-2900-gdf79404cd8, Yosys 0.63+post, stock flow scripts
make -C /OpenROAD-flow-scripts/flow DESIGN_CONFIG=/design/flow/config.mk WORK_HOME=/design/flow/orfs finish
```
==> results_slide.txt <==
Synthesis and Place & Route Summary

Power and ir drop
  • Cell area power density: 27.1 mW/mm²
  • Leak pwr: 0.0126 µW
  • Total power: 1150 µW
  • Worst vdd ir: 26.3 µV

Placement
  • Dpl cell area: 0.0425 mm²
  • Routability cong.: 0.907
  • HPWL Detailed: 62,300 µm
  • I/O Buffers: 47

Synthesis
  • Post-Syn Instances: 1,778
  • Flip-flops with a built-in enable: 1,024
  • Synth cell count leaders: 1,024 x edfxtp_1, 220 x mux4_2, 78 x nor2_1, 71 x mux2i_1, 36 x clkbuf_1
  • Part of the Yosys area used for sequential elements: 77.7%
  • Ys cells: 1,778
  • Top cells by area: edfxtp_1 78%, mux4_2 13%, mux2i_1 1.8%, mux4_1 1.2%, nor2_1 0.74%
  • Cell taking the most area after synthesis: edfxtp_1
  • Yosys cell types: 43
  • Max-area cell share: 77.7%
  • Yosys chip area: 0.0396 mm²
  • Main synth FF type: edfxtp_1
  • Yosys warning tally: 1
  • Synth top cell by count: edfxtp_1
  • Synth Area per Inst: 22.3 µm²
  • Post-synth ARST share: 0%
  • Synthesized area: 0.0396 mm²
  • Post-synth regs: 1,024

Floorplanning
  • Die H: 365 µm
  • Die extent in x: 365 µm
  • Core box area: 0.130 mm²
  • FP Rows: 132
  • Initial Utilization: 30.4%
  • IO Count: 47
  • Chip Area: 0.133 mm²

Timing
  • Worst Max-Slew Pin Slew: 1120 ps
  • Endpoints failing hold: 0
  • Tmin final: 7040 ps
  • Slew HR: 25.1%
  • Final Cycle Share: 89.1%
  • Final setup viols: 0
  • RSZ-0062 raised after global routing: false
  • Setup TNS: 0 ps
  • Max Fclk: 0.142 GHz
  • Endpoints left unconstrained: 2,048
  • Register pins left without a clock: 1,024
  • Slew Viols, Final: 0

Worst setup path
  • Slowest CP cell: nor2b_1
  • CP most frequent cell: clkdlybuf4s50_1
  • Crit-path leading delay family: simple AND/OR/NAND/NOR gates
  • Critical path data required time: 6320 ps
  • CP max stage delay: 1040 ps
  • WP buf/inv: 2
  • WS Path Type: in2out
  • Worst setup startpoint: read_address[4]
  • CP endpoint: data_out[5]
  • Crit path launch type: input pin
  • Setup crit end kind: output pin
  • Critical Path AT: 5460 ps
  • Critical path depth: 7
  • Crit Path Max Fanout: 11
  • CP cell instances: clkdlybuf4s50_1, nor2b_1, nand2_1, o22ai_1, a211oi_1, a22o_1, clkdlybuf4s50_1

GRT
  • Tot GR Track Use: 15.4%
  • Grt ovf: 0
  • Vias in the first global route: 19,600
  • Largest net degree at the start of global routing: 254
  • Global-route wire length before repair: 137,000 µm
  • Initial antenna violation count: 9

Job
  • Tool warnings: 40
  • MaxCap Viol Count: 0

Finish
  • Design area: 0.0425 mm²
  • Max FFs per register: 1,024
  • Largest registers: memory: 1024 flops
  • Area Growth Syn to Fin: 7.39%
  • Fillers: 12,100
  • Biggest register: memory
  • Share of post-route cells with drive strength above 1: 20.8%

Run status
  • Status: completed

Hold path
  • Type of the worst min-delay path: in2out

Routing
  • DRC: 0
  • Total Wirelength: 95,300 µm
  • Number of routed nets with antenna violations: 0
  • Vias/cell: 5.00
  • Number of DRC markers in iteration 0: 1,263
  • Avg WL per Cell: 26.6 µm
  • Via count: 17,900
  • Iteration tally of the first detailed-router pass: 7

Clocking
  • Post-CTS Setup Bufs: 0
  • Post_cts resized: 0
  • Hold Buf Count CTS: 0
[worst min-delay path by stage]
stage | start | endpoint | slack (ps) | depth (start not counted)
4_1_cts | read_address[3] | data_out[11] | 4520 | 4
5_1_grt | read_address[3] | data_out[7] | 4550 | 5
6_report | read_address[3] | data_out[7] | 4510 | 5
[layer usage]
metal | share of wire (%) | global-route usage (%) | vias to the layer above
met3 | 17 | 12.0 | 99
met1 | 33 | 17.1 | 9189
met2 | 48 | 24.0 | 1037
met4 | 2.1 | 2.49 | 18
met5 | 0.17 | 0.327 | -
li1 | - | - | 7534
[worst min-delay path: cells and delay by family]
family          cells  cell delay [ps]
compound gates      1              290
buf+inv             2              780
simple gates        2              270
[cells by family after synthesis]
logic type | after synthesis | share of synthesized area (%)
AND-OR/OR-AND | 157 | 2.68
buffers and inverters | 106 | 1.63
flip-flops | 1024 | 77.7
multiplexers | 329 | 16.1
AND/OR/NAND/NOR | 162 | 1.90
[cells in the final DEF, fill, tap and decap left out, types with 5 or more instances in the layout]
| cell | synthesis | final |
|---|---|---|
| buf_12 | 1 | 9 |
| buf_4 | 20 | 107 |
| nand3b_1 | 6 | 6 |
| nor2_1 | 78 | 78 |
| nor2b_1 | 9 | 9 |
| nand2_1 | 27 | 27 |
| a21oi_1 | 25 | 25 |
| clkdlybuf4s50_1 | 0 | 27 |
| a211oi_1 | 17 | 17 |
| o22a_1 | 5 | 5 |
| o21ai_0 | 33 | 33 |
| mux2i_1 | 71 | 71 |
| mux2_2 | 20 | 20 |
| o22ai_1 | 30 | 30 |
| a32o_1 | 5 | 5 |
| mux4_1 | 18 | 18 |
| nand3_1 | 8 | 8 |
| mux4_2 | 220 | 220 |
| o221ai_1 | 8 | 8 |
| edfxtp_1 | 1024 | 1024 |
| buf_2 | 23 | 17 |
| a221oi_1 | 16 | 16 |
| nor4_1 | 6 | 6 |
| nor3_1 | 5 | 5 |
| or3_1 | 7 | 7 |
| nand2b_1 | 8 | 8 |
[final cells by class]
cell class	instances	area, µm²	area share [%]
Sequential cell	1024	30700	72.4
Multi-Input combinational cell	648	8180	19.2
Timing Repair Buffer	163	1380	3.25
Antenna cell	1	2.50	0.00589
Tap cell	1742	2180	5.13
[through the flow]
stage	setup slack (ps)	cells	utilization, %	hold WS, ps
finish	863	3578	32.6	4510
floorplan	3220	1778	-	3510
global route	636	3578	32.6	4550
CTS	895	3577	32.6	4520
detailed placement	898	3577	32.6	4510
global placement	910	3577	32.6	4510
[where the power goes]
part | internal (µW) | switching [µW] | leakage (µW)
Combinational | 225 | 460 | 0.00341
Sequential | 455 | 12.8 | 0.00915
Clock | 0.0000170 | 0 | 0.00000000634
Power and IR drop assume default switching activity.
