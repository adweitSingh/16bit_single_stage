==> design.v <==
`timescale 1ns / 1ps
module memory_instruction(
    input [5:0] read_address,write_address,
    input read_enable,
    input [15:0] instruction_in,
    output [15:0] instruction_out
);
    reg [15:0] memory [0:63];
    always @(*) begin
        memory[write_address] <= instruction_in;
    end
    assign instruction_out = (read_enable==1'b1)?memory[read_address]:16'b0;
endmodule
==> run.sh <==
#!/bin/bash
# OpenROAD 26Q1-2900-gdf79404cd8, Yosys 0.63+post, stock flow scripts
make -C /OpenROAD-flow-scripts/flow DESIGN_CONFIG=/design/flow/config.mk WORK_HOME=/design/flow/orfs finish
==> config.mk <==
export PLATFORM = sky130hd
export DESIGN_NAME = memory_instruction
export DESIGN_NICKNAME = memory_instruction
export VERILOG_FILES = /design/flow/design.v
export SDC_FILE = /design/flow/constraint.sdc
export NUM_CORES = 4
export LEC_CHECK = 1
export CORE_UTILIZATION = 50
==> constraint.sdc <==
current_design memory_instruction

set clk_period 6.0
set clk_io_pct 0.2

create_clock -name clk0 -period $clk_period

set non_clock_inputs [all_inputs -no_clocks]
set_input_delay [expr $clk_period * $clk_io_pct] -clock clk0 $non_clock_inputs
set_output_delay [expr $clk_period * $clk_io_pct] -clock clk0 [all_outputs]
==> flow_metrics.py <==
# Flow results
metrics = {
    "global_route": {
        "antenna_found_initial": 14,
        "grt_pass1_vias": 19000,
        "gr-total-overflow": 0,
        "grt_pass1_wl_mm": 163,
        "track_usage_pct": 56.2,
        "grt_max_degree": 65,
    },
    "synth": {
        "synthCells": 2156,
        "async_flop_share_pct": 0,
        "mux_area_share_pct": 1.57,
        "synth.logic.top_family": "AND-OR/OR-AND gates",
        "synth_flops": 1024,
        "avgSynthCellArea_um2": 10.5,
        "synth_area_um2": 22600,
        "simple_gate_share_pct": 10.4,
        "ff_type": "dlxtn_1",
        "ys_cells": 2156,
        "synth-xor-area-share_pct": 0,
        "ys.warnings.count": 2,
        "ys_types": 58,
        "synthAdderAreaFrac_pct": 0,
        "yosysChipArea_um2": 22600,
        "synth.cellmix.compoundShare_pct": 17.5,
        "edf_count": 0,
    },
    "final_layout": {
        "regArea_um2": 15400,
        "top_register": "memory",
        "lay_top_count": "dlxtn_1",
        "layout.cells.most_common_list": "1024 x dlxtn_1, 367 x a22oi_1, 218 x buf_4",
        "stdcell_area_um2": 25400,
        "mi_logic_area_um2": 6780,
        "fillerInstances": 3756,
        "drive_gt1_share_pct": 12.5,
        "stdcell_count": 2927,
        "largest_registers": "memory (1024)",
        "largest_register_ffs": 1024,
        "syn2layout_area_growth_pct": 12.2,
    },
    "clocking": {
        "post_cts.repair.setup_buffers": 0,
    },
    "floorplanning": {
        "core_area_um2": 44400,
        "die_w_um": 215,
        "core.rowCount": 77,
        "io_pins": 45,
        "fp_util_pct": 51.0,
        "die_h_um": 215,
        "dieArea_um2": 46100,
    },
    "final_timing": {
        "relSlewSlack_pct": 0.0790,
        "fin_crit_sh_pct": 102,
        "rsz0062_at_grt": "false",
        "untimed_endpoints": 1024,
        "tightest_slew_ns": 1.49,
        "unclocked_regs": 1024,
        "setup_tns_ns": -0.300,
        "period_minus_slack_ns": 6.12,
        "hold_viol": 0,
        "hold_ws_ns": 3.77,
        "drv_slew": 0,
        "fmax_mhz": 163,
        "layout_setup_ws_ns": -0.122,
        "finalSetupViolations": 3,
    },
    "power": {
        "power_density_nw_per_um2": 45.3,
        "power.leakage_nw": 11.9,
        "intPower_mw": 0.641,
        "ir_worst_vdd_mv": 0.130,
        "p_switching_mw": 0.508,
        "finalPower_mw": 1.15,
        "p_sw_share_pct": 44.2,
    },
    "placement": {
        "numPortBuffers": 45,
        "gp_congestion": 1.13,
        "dp_hpwl_mm": 79.6,
        "dp.cells": 2911,
        "placed_area_um2": 25300,
    },
    "min_path": {
        "worst_hold_path_type": "in -> out",
    },
    "setup_path": {
        "crit_type": "in -> out",
        "critPathMaxStageDelay_ns": 1.24,
        "path_cells": "clkdlybuf4s50_1 > buf_12 > nor4_2 > buf_4 > a21oi_1 > o2111ai_1 > nor3_1 > a31oi_1 > clkdlybuf4s50_1",
        "worstPathRequired_ns": 4.80,
        "cp_max_fo": 29,
        "slowest_stage": "nor4_2",
        "cp_common_cell": "clkdlybuf4s50_1",
        "endpoint_kind": "output pin",
        "cp.arrival_ns": 4.92,
        "start_kind": "input port",
    },
    "flow_run": {
        "cap_violations": 1,
        "warning_count": 32,
    },
    "status": {
        "violations": "max-capacitance violations, negative setup slack",
        "outcome": "complete, but fails checks",
    },
    "detailed_routing": {
        "vias": 20500,
        "drc": 0,
        "firstDrtPassIters": 6,
        "wl_per_cell_um": 42.0,
        "viasPerCell": 6.99,
        "drt_iter0_markers": 2652,
        "antenna_left": 0,
        "wirelength_mm": 123,
    },
}
[cells by family after synthesis]
logic type             after synthesis
AND-OR/OR-AND                      527
buffers and inverters              125
latches                           1024
multiplexers                        33
AND/OR/NAND/NOR                    447
[cell usage after synthesis (4+ instances only)]
cell / number / area (µm²)
mux2_2: 10 / 113
buf_2: 26 / 130
a2111oi_0: 16 / 140
nor4bb_1: 6 / 60.1
a222oi_1: 5 / 50.1
o21ai_0: 20 / 100
clkbuf_1: 82 / 308
buf_4: 7 / 52.6
and2_1: 16 / 100
dlxtn_1: 1024 / 15400
nor2b_1: 8 / 50.1
a22oi_1: 367 / 2760
nor2_1: 58 / 218
a32oi_1: 21 / 184
nor4_1: 24 / 150
a21oi_1: 23 / 115
nor3_1: 34 / 170
a31oi_1: 16 / 100
a221oi_1: 4 / 35.0
nand4_1: 60 / 375
and2_0: 6 / 37.5
nand3_1: 28 / 140
nand2b_1: 7 / 43.8
a22o_1: 27 / 236
o211ai_1: 7 / 52.6
mux2i_1: 22 / 220
and3_1: 46 / 288
a2bb2oi_1: 4 / 35.0
nand2_1: 129 / 484
nand4bb_1: 4 / 45.0
buf_6: 5 / 56.3
[final cells by class]
cell class / instances / share of cell area, %
sequential: 1024 / 60.6
multi-input combinational: 1007 / 26.7
timing repair buffer: 285 / 9.60
tap: 592 / 2.92
antenna: 16 / 0.158
inverter: 3 / 0.0444
[per-stage QoR]
stage,utilization [%],worst slack [ns]
floorplan,-,1.88
global placement,57.0,-0.260
detailed placement,57.0,-0.247
CTS,57.0,0.0246
global route,57.1,0.00259
finish,57.1,-0.122
[final timing paths]
| kind | start | to | slack (ns) | cells past startpoint |
|---|---|---|---|---|
| worst max-delay path | read_address[0] | instruction_out[12] | -0.12 | 9 |
| worst min-delay path | read_enable | instruction_out[12] | 3.77 | 4 |
[power groups by stage]
stage	registers (mW)	logic [mW]	clock network, mW
5_1_grt	0.586	0.596	0
4_1_cts	0.552	0.557	0
[worst max-delay path, delay by kind of cell]
family / cells / cell delay, ns
and+or+nand+nor: 2 / 1.43
buffers and inverters: 4 / 1.40
AOI/OAI and AO/OA: 3 / 0.87
[timing repair]
item / in CTS / in global routing
setup endpoints to repair: 2 / 6
hold endpoints to repair: 0 / 0
pin swaps: 0 / 2
hold buffers: 0 / 0
resized: 2 / 8
[metal layers]
| layer | vias to the layer above | GRT usage (%) | wire (µm) |
|---|---|---|---|
| li1 | 8154 | - | - |
| met1 | 9686 | 67.8 | 40100 |
| met2 | 2037 | 72.0 | 48300 |
| met3 | 588 | 37.5 | 22600 |
| met4 | 8 | 40.1 | 11700 |
| met5 | - | 3.54 | 207 |
Power figures rest on the tool's default switching activity, not on a simulated workload.
