==> design.v <==
`timescale 1ns / 1ps
module decoder_generic
    #(parameter N = 3)(
    input [N - 1:0] w,
    input en,
    output reg [0: 2 ** N - 1] y
    );
    always @(w, en)
    begin
        y = 'b0;  
        if (en)
            y[w] = 1'b1;
        else
            y = 'b0;
    end
endmodule
`timescale 1ns / 1ps
module hex2sseg(
    input [3:0] hex,
    output reg [6:0] sseg  
    );
    always @(hex)
        case(hex)  
            0: sseg = 7'b1000000;
            1: sseg = 7'b1111001;            
            2: sseg = 7'b0100100;             
            3: sseg = 7'b0110000;              
            4: sseg = 7'b0011001;             
            5: sseg = 7'b0010010;             
            6: sseg = 7'b0000010;             
            7: sseg = 7'b1111000;             
            8: sseg = 7'b0000000;             
            9: sseg = 7'b0010000;             
            10: sseg = 7'b0001000;             
            11: sseg = 7'b0000011;             
            12: sseg = 7'b1000110;             
            13: sseg = 7'b0100001;             
            14: sseg = 7'b0000110;             
            15: sseg = 7'b0001110;             
        endcase
endmodule
`timescale 1ns / 1ps
module mux_8x1_nbit
    #(parameter N = 3)(
    input [N - 1:0]w0, w1, w2, w3, w4, w5, w6, w7,
    input [2:0] s,
    output reg [N - 1:0] f
    );
    always @(w0, w1, w2, w3, w4, w5, w6, w7, s)
    begin
        f = 'bx;                 
        case(s)
            3'b000: f = w0;                
            3'b001: f = w1;
            3'b010: f = w2;
            3'b011: f = w3;
            3'b100: f = w4;
            3'b101: f = w5;
            3'b110: f = w6;
            3'b111: f = w7;
            default: f = 'bx;
        endcase              
    end
endmodule
`timescale 1ns / 1ps
module sseg_driver(
    input clk, reset_n,
    input [5:0] I0, I1, I2, I3, I4, I5, I6, I7,
    output [7:0] AN,
    output [6:0] sseg,
    output DP
    );
    wire timer_tick;
    wire [2:0] sel;
    wire [5:0] D_out;
    wire [7:0] AN_n;
    udl_counter #(.BITS(3)) UP_COUNTER0(
        .clk(clk),
        .reset_n(reset_n),
        .enable(timer_tick),
        .up(1'b1),
        .load(1'b0),
        .D(),
        .Q(sel)        
    );
    timer_parameter #(.FINAL_VALUE(104_165)) TIMER0(
        .clk(clk),
        .reset_n(reset_n),
        .enable(1'b1),
        .done(timer_tick)        
    );
    decoder_generic #(.N(3))DECODER0(
        .w(sel),
        .en(D_out[5]),
        .y(AN_n)
    );
    assign AN = ~AN_n;
    mux_8x1_nbit #(.N(6)) MUX8X1(
        .w0(I0),
        .w1(I1),
        .w2(I2),
        .w3(I3),
        .w4(I4),
        .w5(I5),
        .w6(I6),
        .w7(I7),
        .s(sel),
        .f(D_out)        
    );
    hex2sseg HEXDECODER(
        .hex(D_out[4:1]),
        .sseg(sseg)
    );
    assign DP = ~D_out[0];
endmodule
`timescale 1ns / 1ps
module timer_parameter
    #(parameter FINAL_VALUE = 255)(
    input clk,
    input reset_n,
    input enable,
    output done
    );
    localparam BITS = $clog2(FINAL_VALUE);
    reg [BITS - 1:0] Q_reg, Q_next;
    always @(posedge clk, negedge reset_n)
    begin
        if (~reset_n)
            Q_reg <= 'b0;
        else if(enable)
            Q_reg <= Q_next;
        else
            Q_reg <= Q_reg;
    end
    assign done = Q_reg == FINAL_VALUE;
    always @(*)
        Q_next = done? 'b0: Q_reg + 1;
endmodule
`timescale 1ns / 1ps
module udl_counter
    #(parameter BITS = 4)(
    input clk,
    input reset_n,
    input enable,
    input up,  
    input load,
    input [BITS - 1:0] D,
    output [BITS - 1:0] Q
    );
    reg [BITS - 1:0] Q_reg, Q_next;
    always @(posedge clk, negedge reset_n)
    begin
        if (~reset_n)
            Q_reg <= 'b0;
        else if(enable)
            Q_reg <= Q_next;
        else
            Q_reg <= Q_reg;
    end
    always @(Q_reg, up, load, D)
    begin
        Q_next = Q_reg;
        casex({load,up})
            2'b00: Q_next = Q_reg - 1;
            2'b01: Q_next = Q_reg + 1;
            2'b1x: Q_next = D;
            default: Q_next = Q_reg;
        endcase
    end
    assign Q = Q_reg;
endmodule
==> run.sh <==
#!/bin/bash
# OpenROAD 26Q1-2900-gdf79404cd8, Yosys 0.63+post, stock flow scripts
make -C /OpenROAD-flow-scripts/flow DESIGN_CONFIG=/design/flow/config.mk WORK_HOME=/design/flow/orfs finish
==> config.mk <==
export PLATFORM = sky130hd
export DESIGN_NAME = sseg_driver
export DESIGN_NICKNAME = sseg_driver
export VERILOG_FILES = /design/flow/design.v
export SDC_FILE = /design/flow/constraint.sdc
export NUM_CORES = 4
export LEC_CHECK = 1
export CORE_AREA = 10 10 108 108
export DIE_AREA = 0 0 118 118
==> constraint.sdc <==
current_design sseg_driver

set clk_period 3.1
set clk_io_pct 0.2

create_clock -name clk0 -period $clk_period [get_ports {clk}]

set non_clock_inputs [all_inputs -no_clocks]
set_input_delay [expr $clk_period * $clk_io_pct] -clock clk0 $non_clock_inputs
set_output_delay [expr $clk_period * $clk_io_pct] -clock clk0 [all_outputs]
==> notes.org <==
* Flow results

** Floorplanning
- Die x size :: 118 µm
- The die is 118 µm tall.
- Die Size :: 13900 µm²
- Number of top-level pins :: 66
- After floorplanning, the core was divided into 35 placement rows.
- For this configuration, the core starts out at a cell density of 0.187.
- Area of the core region :: 9280 µm²

** Critical path
- The worst setup path is captured at an output port.
- Critical Path Start Type :: flop
- The worst setup path is of the flop to output port kind.
- Per the timing report, the biggest fanout along the worst path comes to 3.
- Worst endpoint data arrival time :: 2.54 ns
- CP required :: 2.48 ns

** CTS
- TritonCTS buffer count :: 3
- CTS tree :: built
- Number of levels in the clock H-tree :: 1
- Clock-pin transition on the worst setup and hold timing paths :: 0.07 ns
- Source-to-sink clock delay at the later pin of the worst-skew pair :: 0.25 ns
- Root buffer cell :: sky130_fd_sc_hd__clkbuf_8
- TritonCTS Sinks :: 20
- Post-cts hold buffer count :: 0
- The clock passes through at most 2 buffers.

** Logic synthesis
- Post-synth area hogs :: sky130_fd_sc_hd__dfrtp_1 29%, sky130_fd_sc_hd__ha_1 10%, sky130_fd_sc_hd__nand2_1 5.4%
- Yosys reported a register bit count of 20.
- The synthesized design contains 0 enable-type register cells.
- Area leader share :: 0.289
- After synthesis, the share of flip-flops with an asynchronous set or reset is 1.00.
- The synthesized netlist contains 44 unique library cells.
- Area reported by Yosys stat :: 1730 µm²
- Cells in synth_stat.txt :: 199
- Most area-hungry cell type in the Yosys netlist :: sky130_fd_sc_hd__dfrtp_1
- The synthesis log from Yosys contains 8 warnings.
- After synthesis the cells add up to 1730 µm².
- For this run, the register share of the synthesized area comes to 0.289.
- Number of cells produced by synthesis :: 199
- Post-synth the commonest register cell is sky130_fd_sc_hd__dfrtp_1.
- A synthesized cell averages 8.70 µm².

** Final timing
- Minimum clock period :: 3.16 ns
- RSZ-0062 raised after global routing :: yes
- Setup clock skew after layout :: 0.00151 ns
- Tcrit/Tclk final :: 1.02
- Setup slack on the critical path of the routed design comes to -0.0620 ns.
- Pins over their slew limit in the final report were tallied at 0.
- Worst max-slew margin expressed relative to the limit :: 0.426
- For this run, the final setup violation count is recorded as 4.
- For reference, the final report shows the hold violation count at 0.
- The transition time recorded at the tightest slew-check pin is 0.854 ns.
- Peak clock frequency supported by timing :: 316 MHz

** Pwr
- Per the OpenROAD power report, switching power amounts to 126 µW.
- The script computed a power per unit cell area of 183 nW/µm².
- Of the total power, registers draw 0.450.
- Share of power burned in the clock network :: 0.279
- Relative contribution of combinational cells to total power :: 0.271
- The analysis attributes to cell leakage a power of 1.33 nW.
- In this run the VDD rail shows a maximum IR drop of 0.000157 V.
- Switching portion of total power :: 0.218
- Final Total Pwr :: 579 µW
- Internal portion of total power :: 453 µW

** Route
- Antenna diode count :: 0
- In the final routed layout, each cell accounts on average for 13.3 µm.
- Antenna viol nets, final :: 0
- TritonRoute reported its final design rule violation total as 0.
- Total iterations of the first detailed-routing run :: 6
- Via count :: 1925
- Vias/cell :: 4.38
- The final layout contains routed wiring with a total length of 5.87 mm.
- Per the log, the first TritonRoute iteration ended with a DRC count of 177.

** Status
- The run finished, with violations left.
- Violations in the final reports :: negative setup slack

** GRT
- Initial antenna violation count :: 0
- The via count of the first global-routing pass is 1911.
- Maximum number of pins on one net before global-route repair :: 21
- Summed over all routing layers, the global router reports a total usage of 0.0824.
- Total congestion overflow after global routing :: 0
- The first global-routing pass estimated 9.76 mm of wire.

** Worst hold path
- The tightest min-delay check is of the flop to flop type.

** Placed design
- GPL Wtd Cong :: 0.886
- Buffers placed on the I/O ports in this run total 65.
- Placed cell area :: 2740 µm²
- Minimum setup slack after placement :: -0.314 ns
- Detailed placement ended at an HPWL of 4.26 mm.

** Layout
- Per the final layout report, the fraction of cells sized above drive strength 1 comes to 0.357.
- The register with the most flip-flops in the layout has 17 of them.
- For this run, the share of the core covered by cells in the final layout is 0.342.
- The final report gives the standard cell area, fillers excluded, as 3170 µm².
- In this run the layout overhead on the synthesized area is reported as 83.2%.

** Run
- Tool warnings :: 37
- Max-cap viol count :: 0
-- worst max-delay path, cell delays in order (launching register included) --
cell and delay [ns]:
sky130_fd_sc_hd__dfrtp_1 0.40, sky130_fd_sc_hd__buf_6 0.13, sky130_fd_sc_hd__ha_4 0.16, sky130_fd_sc_hd__ha_4 0.17, sky130_fd_sc_hd__buf_6 0.11, sky130_fd_sc_hd__buf_6 0.11
sky130_fd_sc_hd__a22o_1 0.22, sky130_fd_sc_hd__a211oi_2 0.25, sky130_fd_sc_hd__a31oi_2 0.17, sky130_fd_sc_hd__and3_1 0.19, sky130_fd_sc_hd__a211o_1 0.26, sky130_fd_sc_hd__buf_2 0.12
-- per-layer routing --
layer  global-route usage  part of all wire  vias up
met5                    0                 0        -
met4              0.00232                 0        0
met3               0.0146             0.045        0
met2                0.129              0.44       74
met1                0.122              0.52      907
li1                     -                 -      944
-- logic make-up after synthesis --
| logic type | synth area share |
|---|---|
| AOI/OAI and AO/OA | 0.152 |
| adders and majority gates | 0.101 |
| buffers and inverters | 0.0491 |
| DFF | 0.289 |
| muxes | 0.0737 |
| and+or+nand+nor | 0.254 |
| xor gates and xnor gates | 0.0809 |
-- power by group through the flow --
stage / clock network, mW / registers, mW / logic [mW]
CTS: 0.168 / 0.261 / 0.153
global route: 0.178 / 0.261 / 0.170
finish: 0.162 / 0.261 / 0.157
-- cells in the final DEF (no fill, tap or decap), types with 3 or more instances in the layout --
cell type                         instances
sky130_fd_sc_hd__nor2_1                  16
sky130_fd_sc_hd__buf_6                   12
sky130_fd_sc_hd__dlygate4sd2_1            3
sky130_fd_sc_hd__xor2_1                   6
sky130_fd_sc_hd__ha_4                     8
sky130_fd_sc_hd__clkbuf_8                 3
sky130_fd_sc_hd__buf_4                   40
sky130_fd_sc_hd__o22ai_1                  3
sky130_fd_sc_hd__o32ai_2                  3
sky130_fd_sc_hd__ha_1                     3
sky130_fd_sc_hd__nand2_1                 23
sky130_fd_sc_hd__dfrtp_1                 19
sky130_fd_sc_hd__nand4_1                  4
sky130_fd_sc_hd__and3_1                   6
sky130_fd_sc_hd__clkbuf_2                 3
sky130_fd_sc_hd__inv_1                    4
sky130_fd_sc_hd__a22oi_2                  5
sky130_fd_sc_hd__clkdlybuf4s50_1         49
sky130_fd_sc_hd__mux2i_1                  9
sky130_fd_sc_hd__o21ai_0                  4
sky130_fd_sc_hd__buf_2                    7
sky130_fd_sc_hd__ha_2                     3
sky130_fd_sc_hd__xnor2_1                 10
sky130_fd_sc_hd__nand3_1                 14
sky130_fd_sc_hd__a21oi_1                  3
-- cells in the mapped netlist, types with 2 or more instances --
master	number
sky130_fd_sc_hd__nor2_1	19
sky130_fd_sc_hd__a31oi_1	2
sky130_fd_sc_hd__buf_6	2
sky130_fd_sc_hd__a21oi_1	4
sky130_fd_sc_hd__nor3_1	2
sky130_fd_sc_hd__nand4b_1	2
sky130_fd_sc_hd__o32ai_1	3
sky130_fd_sc_hd__xor2_1	6
sky130_fd_sc_hd__o22ai_1	3
sky130_fd_sc_hd__inv_1	8
sky130_fd_sc_hd__buf_2	2
sky130_fd_sc_hd__nand4_1	4
sky130_fd_sc_hd__xnor2_1	10
sky130_fd_sc_hd__a22oi_1	6
sky130_fd_sc_hd__mux2_2	2
sky130_fd_sc_hd__ha_1	14
sky130_fd_sc_hd__clkbuf_1	4
sky130_fd_sc_hd__a221oi_1	2
sky130_fd_sc_hd__nor2b_1	2
sky130_fd_sc_hd__nand2_1	25
sky130_fd_sc_hd__and3_1	6
sky130_fd_sc_hd__nor4_1	2
sky130_fd_sc_hd__nand3_1	16
sky130_fd_sc_hd__o21ai_0	4
sky130_fd_sc_hd__or3_1	2
sky130_fd_sc_hd__nor3b_1	2
sky130_fd_sc_hd__dfrtp_1	20
sky130_fd_sc_hd__mux2i_1	9
-- cell type report --
class,count,area [µm²]
multi-input cells,162,1370
inverters,8,36.3
flip-flops and latches,20,502
well taps,129,161
fillers,939,6110
clock buffers,3,41.3
repair buffers,118,1060
-- final timing paths --
kind                                       from              endpoint  slack (ns)  cells past startpoint
min in group asynchronous               reset_n      TIMER0.Q_reg[14]        0.70                      2
max reg2reg                     TIMER0.Q_reg[4]  UP_COUNTER0.Q_reg[1]        0.99                      3
max                        UP_COUNTER0.Q_reg[0]               sseg[0]       -0.06                     11
min reg2reg                    TIMER0.Q_reg[14]      TIMER0.Q_reg[14]        0.50                      1
max in group asynchronous               reset_n  UP_COUNTER0.Q_reg[1]        2.17                      2
min                            TIMER0.Q_reg[14]      TIMER0.Q_reg[14]        0.50                      1
-- through the flow --
stage	setup TNS, ns	hold WS, ns	cells
floorplan	0	0.324	199
global placement	-1.85	0.476	415
detailed placement	-1.92	0.476	415
CTS	-0.265	0.495	437
global route	-0.966	0.503	440
finish	-0.112	0.498	440
-- timing repair --
| action | 4_1_cts | 5_1_grt |
|---|---|---|
| pin swaps | 27 | 13 |
| endpoints found under the setup margin | 16 | 13 |
| resized | 71 | 28 |
| buffers inserted | 18 | 5 |
| cloned | 1 | 0 |
Power and IR drop assume default switching activity.
